==> design/flow/design.v <==
module down_clocking_odd(
input   i_clk,
input   i_rst,
input   [15:0]i_divisor,
output  o_clk
);
reg a,b;
wire    c;
assign  c=(~a)&(~b);
wire    [15:0]divisor;
wire    borrow;
minus_one   minus_one_0(
i_divisor,
divisor,
borrow
);
wire    go;
assign  go=((i_divisor!=0)&&i_rst);
reg [15:0]ct_0;
always@(posedge i_clk or negedge i_rst)
    if(!i_rst)begin
        a<=0;
        ct_0<=0;    
    end
    else if(go)begin
        if(a)begin
            if(ct_0>=divisor)begin
                ct_0<=0;
                a<=0;
            end
            else ct_0<=ct_0+1;
        end
        else if(c)a<=c;
    end
reg [15:0]ct_1;
always@(negedge i_clk or negedge i_rst)
    if(!i_rst)begin
        b<=0;
        ct_1<=0;    
    end
    else if(go)begin
        if(b)begin
            if(ct_1>=divisor)begin
                ct_1<=0;
                b<=0;
            end
            else ct_1<=ct_1+1;
        end
        else if(c)b<=c;
    end
reg clk;
always@(posedge c or negedge i_rst)
    if(!i_rst)clk<=0;
    else    clk<=~clk;
assign  o_clk=go?clk:i_clk;
endmodule
module minus_one(
input	[15:0]i_operand,
output	[15:0]o_result,
output	o_borrow
);
wire	[15:0]G_0;
assign	G_0=~i_operand;
wire	[15:0]G_1;
assign	G_1[1]=G_0[1]&G_0[0];
assign	G_1[3]=G_0[3]&G_0[2];
assign	G_1[5]=G_0[5]&G_0[4];
assign	G_1[7]=G_0[7]&G_0[6];
assign	G_1[9]=G_0[9]&G_0[8];
assign	G_1[11]=G_0[11]&G_0[10];
assign	G_1[13]=G_0[13]&G_0[12];
assign	G_1[15]=G_0[15]&G_0[14];
assign	G_1[0]=G_0[0];
assign	G_1[2]=G_0[2];
assign	G_1[4]=G_0[4];
assign	G_1[6]=G_0[6];
assign	G_1[8]=G_0[8];
assign	G_1[10]=G_0[10];
assign	G_1[12]=G_0[12];
assign	G_1[14]=G_0[14];
wire	[15:0]G_2;
assign	G_2[3]=G_1[3]&G_1[1];
assign	G_2[5]=G_1[5]&G_1[3];
assign	G_2[7]=G_1[7]&G_1[5];
assign	G_2[9]=G_1[9]&G_1[7];
assign	G_2[11]=G_1[11]&G_1[9];
assign	G_2[13]=G_1[13]&G_1[11];
assign	G_2[15]=G_1[15]&G_1[13];
assign	G_2[0]=G_1[0];
assign	G_2[2]=G_1[2];
assign	G_2[1]=G_1[1];
assign	G_2[4]=G_1[4];
assign	G_2[6]=G_1[6];
assign	G_2[8]=G_1[8];
assign	G_2[10]=G_1[10];
assign	G_2[12]=G_1[12];
assign	G_2[14]=G_1[14];
wire	[15:0]G_3;
assign	G_3[5]=G_2[5]&G_2[1];
assign	G_3[7]=G_2[7]&G_2[3];
assign	G_3[9]=G_2[9]&G_2[5];
assign	G_3[11]=G_2[11]&G_2[7];
assign	G_3[13]=G_2[13]&G_2[9];
assign	G_3[15]=G_2[15]&G_2[11];
assign	G_3[0]=G_2[0];
assign	G_3[2]=G_2[2];
assign	G_3[1]=G_2[1];
assign	G_3[4]=G_2[4];
assign	G_3[3]=G_2[3];
assign	G_3[6]=G_2[6];
assign	G_3[8]=G_2[8];
assign	G_3[10]=G_2[10];
assign	G_3[12]=G_2[12];
assign	G_3[14]=G_2[14];
wire	[15:0]G_4;
assign	G_4[9]=G_3[9]&G_3[1];
assign	G_4[11]=G_3[11]&G_3[3];
assign	G_4[13]=G_3[13]&G_3[5];
assign	G_4[15]=G_3[15]&G_3[7];
assign	G_4[0]=G_3[0];
assign	G_4[2]=G_3[2];
assign	G_4[1]=G_3[1];
assign	G_4[4]=G_3[4];
assign	G_4[3]=G_3[3];
assign	G_4[6]=G_3[6];
assign	G_4[5]=G_3[5];
assign	G_4[8]=G_3[8];
assign	G_4[7]=G_3[7];
assign	G_4[10]=G_3[10];
assign	G_4[12]=G_3[12];
assign	G_4[14]=G_3[14];
wire	[15:0]G_5;
assign	G_5[2]=G_4[2]&G_4[1];
assign	G_5[4]=G_4[4]&G_4[3];
assign	G_5[6]=G_4[6]&G_4[5];
assign	G_5[8]=G_4[8]&G_4[7];
assign	G_5[10]=G_4[10]&G_4[9];
assign	G_5[12]=G_4[12]&G_4[11];
assign	G_5[14]=G_4[14]&G_4[13];
assign	G_5[1]=G_4[1];
assign	G_5[3]=G_4[3];
assign	G_5[5]=G_4[5];
assign	G_5[7]=G_4[7];
assign	G_5[9]=G_4[9];
assign	G_5[11]=G_4[11];
assign	G_5[13]=G_4[13];
assign	G_5[15]=G_4[15];
assign	G_5[0]=G_4[0];
assign	o_result[0]=~i_operand[0];
assign	o_result[15:1]=(G_5[14:0]&(~i_operand[15:1]))|((~G_5[14:0])&i_operand[15:1]);
assign	o_borrow=G_5[15];
endmodule
==> design/flow/run.sh <==
#!/bin/bash
# OpenROAD 26Q1-2900-gdf79404cd8, Yosys 0.63+post, stock flow scripts
make -C /OpenROAD-flow-scripts/flow DESIGN_CONFIG=/design/flow/config.mk WORK_HOME=/design/flow/orfs finish
==> design/flow/config.mk <==
export PLATFORM = sky130hd
export DESIGN_NAME = down_clocking_odd
export DESIGN_NICKNAME = down_clocking_odd
export VERILOG_FILES = /design/flow/design.v
export SDC_FILE = /design/flow/constraint.sdc
export NUM_CORES = 4
export LEC_CHECK = 1
export CORE_UTILIZATION = 50
==> design/flow/constraint.sdc <==
current_design down_clocking_odd

set clk_period 6.3
set clk_io_pct 0.2

create_clock -name clk0 -period $clk_period [get_ports {i_clk}]

set non_clock_inputs [all_inputs -no_clocks]
set_input_delay [expr $clk_period * $clk_io_pct] -clock clk0 $non_clock_inputs
set_output_delay [expr $clk_period * $clk_io_pct] -clock clk0 [all_outputs]
==> reports/results.txt <==
Hold Buf Count CTS: 0
Max VDD drop: 171 uV
Yosys warning count: 1
Standard-cell rows: 27
Min Hold Slack: 0.501 ns
Status: finished, violations left
CP required: 3.40 ns
Area growth from synthesis to layout: 36.8%
RR Startpoint: a
Crit-path leading delay family: simple AND/OR/NAND/NOR gates
Total Wirelength: 7290 microns
Cell count of the worst reg-to-reg path: 2
Max Cap Viol: 0
First-pass DRT Iterations: 4
Synthesized cell area: 2850 sq um
Port buffer count: 18
Most used cell along the critical path: nor3b_4
Total power: 0.000968 W
Share of layout cells above drive strength 1: 0.284
M3 GR Usage: 0.0562
Crit path kind: in2reg
Main synth FF type: dfrtp_1
Antenna violations before repair: 0
Post-synth cell types: 59
Pre-CTS setup slack: -1.73 ns
Gr usage total: 0.268
GRT Residual Overflow: 0
Floorplan utilization: 0.518
Max-slew headroom: 0.597
Critical path launch point: i_divisor[6]
Cells after Synth: 327
CP arrival: 4.24 ns
Post-synth seq share: 0.307
Endpoints left unconstrained: 1
Die Width: 77.5 microns
GPL Wtd Cong: 0.855
Final ANT Viol Nets: 0
Final Hold Vio Count: 0
DRC Markers: 0
Worst slew pin tran: 0.603 ns
Failing checks: setup timing
First-pass GRT wire length: 12600 microns
Hpwl dp: 5280 microns
Slowest stage delay, CP: 0.48 ns
Worst Hold Class: reg2reg
Count of tool warnings: 32
Routed vias/inst: 5.79
Filler cells: 425
Drt wl/cell: 15.2 microns
Antenna cells: 0
Most frequent cells in the layout: buf_4, nand2_1, ha_1
RSZ-0062 raised after global routing: true
Register Area: 876 sq um
Chip area estimate from yosys synthesis: 2850 sq um
Slowest CP cell: clkdlybuf4s50_1
WP buf/inv: 3
Post-synth EDFFs: 0
Reg clk slew, reported paths: 0.05 ns
Most frequent logic cell in the layout: buf_4
Final Slew Violations: 0
Register pins left without a clock: 1
Flops & latches, synth: 35
CTS tree: done
Worst path cell trace: clkdlybuf4s50_1 -> nor3_4 -> nor3b_4 -> nor3b_4 -> nor3b_4 -> ha_4 -> xnor2_2 -> ha_4 -> nand4b_4 -> nor4_4 -> a21oi_4 -> buf_4 -> buf_4 -> a221o_1
Largest net degree at the start of global routing: 24
CP Depth: 14
IO Pins: 19
Syn avg cell area: 8.72 sq um
GR Util met2: 0.415
Critical Path Sink: ct_1[12]
Kind of end point of the critical path: register
Die H: 77.5 microns
R2R setup slack: 2.10 ns
Max Fanout on Critical Path: 6
Critical path launch point type: input pin
Vias: 2781
# Cells Yosys: 327
Clk Latency, worst-skew pair: 0.41 ns
Pwr dens: 248 nW/um^2
Met1 Track Usage GR: 0.406
Gate Area: 2070 sq um
CORE AREA: 5510 sq um
Async set or reset register ratio after synthesis: 1.00
Worst Clk Skew: 0.0238 ns
Lkg Pwr: 1.77 nW
Full die area: 6010 sq um
Busiest grt layer: met2
Worst R2R End: b
Final setup violation count: 17
First DRT Iteration DRCs: 175
PnR worst setup slack: -0.843 ns
Number of global-route vias before repair: 2738
## how the worst min path moves through the flow
| stage | startpoint | endpoint | cells past startpoint |
|---|---|---|---|
| finish | ct_1[1] | ct_1[1] | 2 |
| global route | ct_1[0] | ct_1[0] | 1 |
| CTS | ct_1[0] | ct_1[0] | 1 |
## metal layers
metal	up-vias	wire length, microns
li1	1378	-
met5	-	0
met2	84	3260
met3	13	410
met1	1306	3490
met4	0	123
## power breakdown
group          switching, W  leakage (nW)  total [W]  internal [W]
combinational      0.000195          1.25   0.000384      0.000189
clock             0.0000855        0.0685   0.000211      0.000125
sequential        0.0000944         0.450   0.000373      0.000279
total              0.000375          1.77   0.000968      0.000594
## cell usage after synthesis (all sizes together), types with 5 or more instances
cell type / instances / area, sq um
nor2: 21 / 78.8
nor4: 7 / 58.8
a21oi: 12 / 63.8
dfrtp: 18 / 450
a21o: 8 / 62.6
o22ai: 5 / 31.3
nor3b: 7 / 52.6
nand2: 32 / 123
and3: 8 / 51.3
inv: 21 / 78.8
dfrtn: 17 / 425
nand4: 7 / 43.8
nand3: 22 / 110
o31ai: 5 / 37.5
ha: 34 / 425
xnor2: 8 / 77.6
o21ai: 32 / 160
## registers in the layout (all words and copies together), names as in the netlist
name  count
ct_1     16
ct_0     16
clk       1
b         1
a         1
## worst min-delay path, delay by kind of cell (launching register included)
family,cells,cell delay (ns)
flip-flops,1,0.46
AND/OR/NAND/NOR,2,0.12
## final cells by class
cell class	count	share of cell area
Clock buffer	12	0.0337
Timing Repair Buffer	75	0.161
Tap cell	72	0.0231
Multi-Input combinational cell	265	0.532
Inverter	21	0.0266
Sequential cell	35	0.224
## through the flow
stage | utilization | TNS [ns] | std cells | area, sq um
2_1_floorplan | - | -13.42 | 327 | 2940
3_3_place_gp | 0.641 | -27.00 | 459 | 3530
3_5_place_dp | 0.641 | -28.10 | 459 | 3530
4_1_cts | 0.678 | -11.71 | 475 | 3730
5_1_grt | 0.709 | -16.75 | 480 | 3900
6_report | 0.709 | -12.57 | 480 | 3900
## repair_timing
item,CTS,global route
buffers inserted,4,4
gates cloned,1,1
pin swaps,12,4
setup endpoints to repair,17,17
gates resized,27,29
## logic make-up (layout without fill, tap and decap cells)
kind of cell | count (synthesis) | in the layout | synth area share
flops | 35 | 35 | 0.307
buf+inv | 28 | 108 | 0.0452
simple gates | 129 | 130 | 0.246
xor+xnor | 11 | 11 | 0.0390
mux | 1 | 1 | 0.00395
compound gates | 89 | 89 | 0.209
fa+ha+maj | 34 | 34 | 0.149
No activity file was given, so power comes from the tool's default toggle rates.
